<file path="./design.v">
module lab2_task1(input  logic clk,
                input  logic reset,
                input  logic left, right,
                output logic lc, lb, la, ra, rb, rc);
logic s0, s1;
logic en, r_lr;
logic a, b, c;
logic nexts1, nexts0;
xor nextS1State(nexts1, s0, s1);  
not nextS0State(nexts0, s0);  
logic ns1, ns0,orns1ns0;
not notS1(ns1, s1);
not notS0(ns0, s0);
logic tempCh, tempEn;
xor startmode(tempCh, left, right);  
and EN0(tempEn, ns0, ns1);  
and EN1(en, tempCh, tempEn);  
logic sCl;
logic temp;
or f(temp,s1,s0);
or stateCalc(sCl, en, temp);
and forb(forab,s1,ns0);
flopren reg_lr(clk, reset, en, left, r_lr); 
flopren reg_state0(clk, reset, sCl, nexts0, s0);
flopren reg_state1(clk, reset, sCl, nexts1, s1);
or (a,forab, s0);  
or (b, forab, s0); 
and(c, ns0, s1);  
logic pLa, pLb, pLc, pRa, pRb, pRc;
and preOutLa(pLa, r_lr, a);
and preOutLb(pLb, r_lr, b);
and preOutLc(pLc, r_lr, c);
logic nt;
not nTurn(nt, r_lr);
and preOutRa(pRa, nt, a);
and preOutRb(pRb, nt, b);
and preOutRc(pRc, nt, c);
assign la = pLa;
assign lb = pLb;
assign lc = pLc;
assign ra = pRa;
assign rb = pRb;
assign rc = pRc;
endmodule
module flopren(input  logic clk, reset, en, d,
            output logic q);
  always_ff @(posedge clk, posedge reset)
    if (reset) q <= 0;
    else if (en) q <= d;
endmodule
</file>
<file path="./run.sh">
#!/bin/bash
# OpenROAD 26Q1-2900-gdf79404cd8, Yosys 0.63+post, stock flow scripts
make -C /OpenROAD-flow-scripts/flow DESIGN_CONFIG=/design/flow/config.mk WORK_HOME=/design/flow/orfs finish
</file>
<file path="./config.mk">
export PLATFORM = sky130hd
export DESIGN_NAME = lab2_task1
export DESIGN_NICKNAME = lab2_task1
export VERILOG_FILES = /design/flow/design.v
export SDC_FILE = /design/flow/constraint.sdc
export NUM_CORES = 4
export LEC_CHECK = 1
export CORE_AREA = 10 10 70 70
export DIE_AREA = 0 0 80 80
</file>
<file path="./constraint.sdc">
current_design lab2_task1

set clk_period 1.8
set clk_io_pct 0.2

create_clock -name clk0 -period $clk_period [get_ports {clk}]

set non_clock_inputs [all_inputs -no_clocks]
set_input_delay [expr $clk_period * $clk_io_pct] -clock clk0 $non_clock_inputs
set_output_delay [expr $clk_period * $clk_io_pct] -clock clk0 [all_outputs]
</file>
==> flow_summary.ini <==
; implementation run metrics
[route]
ant_nets = 0
drt-initial-drc-count = 4
wl_per_cell_um = 6.58
via_per_inst = 2.26
drt_wl_total_um = 553
route.vias.total = 190
antenna_cells = 0
remaining_drc_errors = 0
firstDrtPassIters = 2

[power]
leakagePower_nw = 0.199
powerDensity_mw_per_mm2 = 1390
power_mw = 0.553
vdd_drop_max_mv = 0.293

[grt]
grt_pass1_vias = 202
grt_usage_pct = 1.83
grt_pass1_wl_um = 883
grt_overflow = 0
grt_max_degree = 7
antenna_found_initial = 0

[setup_path]
crit_chain = inv_2 > ha_1 > and2_1 > clkdlybuf4s50_1
crit_required_ps = 1440
crit_slowest_cell = clkdlybuf4s50_1
crit_path_end_kind = output port
cp_top_family = buffers and inverters
crit_buf_inv = 2
path_class = flop to output port
cp.arrival_ps = 1370
cp.depth = 4
worst_path_largest_cell_delay_ps = 460
r2r.worst_path.cells = 5
worstSetupStartpointType = flop
crit_fanout = 3
reg2reg_slack_ps = 540

[clocking]
hold_buffers = 0
clk_pin_slew_ps = 40
cts_root_buffer = clkbuf_4
insertion_delay_ps = 230
clock_path_buffers = 2
cts_buffers = 3
htree_levels = 1
cts_sinks = 3
cts_tree = yes

[timing]
fin_crit_ps = 1730
fin_worst_skew_ps = 0.743
fin_ws_ps = 66.4
finalSetupViolCount = 0
setup_tns_ps = 0
finalMaxSlewViolations = 0
fmax_mhz = 577
tightest_slew_ps = 182
hold_viol = 0
hold_ws_ps = 298
rsz0062_at_grt = no
slew_headroom_pct = 87.9
finalClockPeriodUsage_pct = 96.3

[cells_and_area]
multiInputGateArea_sq_um = 114
layout_top_cells = clkdlybuf4s50_1, dlygate4sd2_1
post-route-util_pct = 11.6
n_fill_cell = 395
drive_gt1_share_pct = 21.1
syn_to_final_growth_pct = 81.7
regArea_sq_um = 75.1

[synthesis]
synth.distinct_cells = 11
logic_family = adder cells
ys_sh_aoi_pct = 4.57
xor_share_pct = 8.00
simple_gate_share_pct = 15.4
syn_area_sq_um = 219
syn_inst = 24
mux_area_share_pct = 6.86
yosys_cells = 24
synth_area_per_cell_sq_um = 9.12
synth_seq_share_pct = 34.3
ys_sh_adder_pct = 17.1
ys_ff = 3
yosys_area_sq_um = 219
yosys_warnings = 2

[placement]
routabilityCongestion = 0.675
pre_cts_ws_ps = 185
port_buffers = 9
dp_hpwl_um = 439

[floorplan]
die_w_um = 80
die_h_um = 80
core_area_sq_mm = 0.00342
die-area_sq_mm = 0.00640
fp-utilization_pct = 6.41
rows = 21
ios = 10

[outcome]
status = finished, final reports clean

[worst_hold_path]
holdCritPathClass = primary input to async pin

[job]
tool_warnings = 28
maxCapViolCount = 0
[final cells by class]
cell class	count	share of cell area, %
inverters	4	3.77
multi-input cells	15	28.6
well taps	46	14.5
flip-flops and latches	3	18.9
repair buffers	12	27.7
clock buffers	4	6.60
[registers in the layout, indices dropped and copies added (netlist names)]
signal / count
reg_lr.q: 1
reg_state0.q: 1
reg_state1.q: 1
[power breakdown]
part	leakage [nW]	switching [mW]	total [mW]	internal [mW]
logic	0.147	0.107	0.310	0.203
clock network	0.0150	0.0335	0.116	0.0830
registers	0.0367	0.0252	0.127	0.101
total	0.199	0.166	0.553	0.387
[through the flow]
| step | instances | cell area, sq um |
|---|---|---|
| 5_1_grt | 84 | 398 |
| 3_3_place_gp | 77 | 352 |
| 3_5_place_dp | 77 | 352 |
| 4_1_cts | 82 | 380 |
| 2_1_floorplan | 24 | 219 |
| 6_report | 84 | 398 |
[Yosys cell counts]
master	count	share of area, %
a21oi_1	2	4.6
and2_1	1	2.9
buf_4	2	6.9
dfrtp_1	3	34
ha_1	3	17
inv_1	4	6.9
mux2_4	1	6.9
nand2_1	2	3.4
nor2_1	2	3.4
nor2b_1	2	5.7
xnor2_1	2	8.0
[cells by family (layout without fill, tap and decap cells)]
kind of cell    Yosys count  after routing
buf+inv                   6             20
fa+ha+maj                 3              3
flops                     3              3
mux                       1              1
compound gates            2              2
simple gates              7              7
xor+xnor                  2              2
[routing by layer]
| metal | GRT usage, % | wire, um | up-vias |
|---|---|---|---|
| met5 | 0 | 0 | - |
| met4 | 0.704 | 0 | 0 |
| met3 | 2.50 | 168 | 0 |
| met2 | 2.01 | 157 | 10 |
| met1 | 1.86 | 228 | 81 |
| li1 | - | - | 99 |
[path summary, 6_finish.rpt]
check                                     to    startpoint
min in group clk0                   reg_lr.q      reg_lr.q
worst max register to register  reg_state1.q  reg_state0.q
max in group asynchronous       reg_state0.q         reset
worst max-delay path                      lc  reg_state0.q
worst min register to register      reg_lr.q      reg_lr.q
worst min-delay path                reg_lr.q         reset
[repair_timing]
item,CTS,global route
endpoints found under the hold margin,0,0
setup endpoints to repair,6,2
gates resized,5,1
buffers inserted,1,2
gates cloned,0,0
Power and IR drop assume default switching activity.
