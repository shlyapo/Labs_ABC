===== design/flow/run.sh =====
#!/bin/bash
# OpenROAD 26Q1-2900-gdf79404cd8, Yosys 0.63+post, stock flow scripts
make -C /OpenROAD-flow-scripts/flow DESIGN_CONFIG=/design/flow/config.mk WORK_HOME=/design/flow/orfs finish

===== design/flow/constraint.sdc =====
current_design lab2_task2

set clk_period 1.1
set clk_io_pct 0.2

create_clock -name clk0 -period $clk_period [get_ports {clk}]

set non_clock_inputs [all_inputs -no_clocks]
set_input_delay [expr $clk_period * $clk_io_pct] -clock clk0 $non_clock_inputs
set_output_delay [expr $clk_period * $clk_io_pct] -clock clk0 [all_outputs]

===== design/flow/design.v =====
 module lab2_task2(input  logic clk, reset,
                     input  logic n, s, e, w,
                     output logic win, die);
logic sword1, sword2;
roomfsm room(clk, reset, n, s, e, w, sword1, sword2, win, die);
swordfsm sword(clk, reset, sword2, sword1);
endmodule
module roomfsm(input logic clk, reset,
	       input logic n, s, e, w, sword_in,
               output logic sword_out, win, die);
  typedef enum logic [2:0] {CAVE, TUNNEL, RIVER, SWORD, DRAGON, GRAVE, WINROOM, TRASH} statetype;
  statetype state, nextstate;
  always @(posedge clk, posedge reset)
    begin
    	if (reset) 	state <= CAVE;
        else		state <= nextstate;
    end
  always_comb
    case (state)
      CAVE: if (e) nextstate = TUNNEL;
			 else if (n) nextstate = TRASH;
          else   nextstate = CAVE;
      TUNNEL: if (s) nextstate = RIVER;
          else if (w) nextstate = CAVE;
          else nextstate = TUNNEL;
      RIVER: if (w) nextstate = SWORD;
          else if (e) nextstate = DRAGON;
			 else nextstate = RIVER;
      SWORD: if (e) nextstate = RIVER;
          else nextstate = SWORD;
      DRAGON: if (sword_in) nextstate = WINROOM;
          else nextstate = GRAVE;
      GRAVE: nextstate = GRAVE;
      WINROOM: nextstate = WINROOM;
		TRASH: if (s) nextstate = WINROOM;
		       else nextstate = SWORD;
      default: nextstate = CAVE;
    endcase
  assign sword_out = (state == SWORD);
  assign win = (state == WINROOM);
  assign die = (state == GRAVE);
endmodule
module swordfsm(input logic clk, reset,
		input logic sword_in,
		output logic sword_out);
  logic state, nextstate;
  always @(posedge clk, posedge reset)
    begin
    	if (reset) 	state <= 0;
        else		state <= nextstate;
    end
   always_comb
     case (state)
       0: if (sword_in) nextstate = 1;
          else nextstate = 0;
       1: nextstate = 1;
     endcase
   assign sword_out = (state == 1);
endmodule

===== design/flow/config.mk =====
export PLATFORM = sky130hd
export DESIGN_NAME = lab2_task2
export DESIGN_NICKNAME = lab2_task2
export VERILOG_FILES = /design/flow/design.v
export SDC_FILE = /design/flow/constraint.sdc
export NUM_CORES = 4
export LEC_CHECK = 1
export CORE_AREA = 10 10 71 71
export DIE_AREA = 0 0 81 81

==> flow_metrics.tcl <==
# flow metrics
set metrics [dict create \
    status "complete, no violations" \
    cp-end-kind "output pin" \
    numPortBuffers 7 \
    setup_ws_ns 0.0403 \
    ys_top_cells_by_count "dfrtp_1, inv_1, nand2_1" \
    vias 261 \
    top_area_cell "dfrtp_1" \
    rsz0062_at_grt "no" \
    start_kind "flip-flop" \
    gp_congestion 0.831 \
    maxSlewHeadroom_pct 76.8 \
    synth_flop_count 9 \
    synth_area_per_cell_um2 12.1 \
    path_cells "dlygate4sd2_1" \
    initCoreUtil_pct 9.33 \
    area_leaders "dfrtp_1, dfstp_2, inv_1" \
    drive_gt1_share_pct 19.0 \
    clk_pin_slew_ns 0.04 \
    design.die.area_mm2 0.00656 \
    die_width_um 81 \
    synth_warnings 2 \
    cp.depth 1 \
    syn_area_um2 339 \
    wl_per_cell_um 8.54 \
    cp.arrival_ns 0.84 \
    viasPerCell 2.90 \
    ios 8 \
    synthCells 28 \
    reg2reg_depth 2 \
    cts.sinks 9 \
    antenna_found_initial 0 \
    yosys-stat-cells 28 \
    root_buffer "clkbuf_8" \
    holdCritPathClass "in -> async" \
    maxCapViolCount 0 \
    final_antenna_net_count 0 \
    top_area_share_pct 59.0 \
    row_count 22 \
    grt_pass1_wl_mm 1.34 \
    p_per_area_mw_per_mm2 1510 \
    crit_fanout 2 \
    cts_max_level 1 \
    grt_usage_pct 2.67 \
    max_freq_ghz 0.944 \
    cts_made_buffers 3 \
    hold_viol 0 \
    dp_hpwl_um 588 \
    worst_pin_slew_ns 0.348 \
    synthArstFlopShare_pct 100 \
    critical_path.top_delay_family "flip-flops" \
    wl_um 769 \
    setup_viol 0 \
    rrSetupSlack_ns 0.17 \
    fin_crit_sh_pct 96.3 \
    die_h_um 81 \
    cts_hold_buf 0 \
    crit_required_ns 0.88 \
    tritoncts "yes" \
    grt_max_degree 10 \
    crit_slowest_cell "dfrtp_1" \
    ys_types 12 \
    slowest_delay_ns 0.36 \
    core_area_mm2 0.00363 \
    yosysSeqAreaShare_pct 66.8 \
    synth_top_flop_cell "dfrtp_1" \
    insertedDiodeCount 0 \
    drc 0 \
    rr_endpoint "room.state[0]" \
    ir_worst_vdd_uv 878 \
    r2r_start "room.state[0]" \
    warnings 25 \
    synth-edff-count 0 \
    yosys_area_um2 339 \
    fillers 419 \
    critPathBufInv 1 \
    overflow 0 \
    critical_path_class "reg -> out" \
    drt-pass1-iter-count 2 \
    finalMaxSlewViolations 0 \
    skew_ns 0.000236 \
    cts_buffer_depth 2 \
    most_common_cell "dfrtp_1" \
    p_leak_uw 0.000238 \
    min_period_ns 1.06 \
    drt_iter0_markers 2 \
    dp_slack_ns -0.0821 \
    synthToLayoutAreaGrowth_pct 57.6 \
    clock_latency_ns 0.23 \
    hold_ws_ns 0.260 \
    grt_pass1_vias 290 \
    finalSetupTns_ns 0 \
]
## metal layers
| layer | share of wire (%) | wire length (um) | GRT usage, % | vias to the layer above |
|---|---|---|---|---|
| met2 | 35 | 266 | 3.66 | 11 |
| li1 | - | - | - | 125 |
| met1 | 51 | 392 | 3.16 | 125 |
| met5 | 0 | 0 | 0 | - |
| met3 | 14 | 110 | 2.34 | 0 |
| met4 | 0 | 0 | 0.346 | 0 |
## metrics by stage
stage	total power [uW]	area, um^2	utilization [%]	cells
2_1_floorplan	372	339	-	28
3_3_place_gp	428	477	13.1	84
3_5_place_dp	431	477	13.1	84
4_1_cts	823	534	14.7	90
5_1_grt	862	534	14.7	90
6_report	809	534	14.7	90
## cell families after synthesis
| family | share of synthesized area (%) |
|---|---|
| AOI/OAI and AO/OA | 14.8 |
| buffers and inverters | 6.64 |
| and+or+nand+nor | 11.8 |
| DFF | 66.8 |
## repair_timing
action / in CTS / in global routing
setup buffers: 2 / 0
resized: 2 / 0
setup endpoints to repair: 2 / 0
## flip-flops by register name, summed over array words and instances, names as in the netlist
signal	flops
room.state	8
sword.state	1
## cell usage in the layout (no fill, tap or decap)
| master | instances |
|---|---|
| a21o_1 | 1 |
| a221o_1 | 2 |
| and3_2 | 1 |
| buf_4 | 3 |
| clkbuf_1 | 1 |
| clkbuf_8 | 3 |
| clkdlybuf4s50_1 | 5 |
| dfrtp_1 | 8 |
| dfstp_2 | 1 |
| dlygate4sd2_1 | 2 |
| inv_1 | 6 |
| nand2_1 | 3 |
| nand2b_1 | 1 |
| nor3b_1 | 2 |
| o21ai_0 | 1 |
| o221ai_1 | 1 |
| o32ai_1 | 1 |
## how the worst max path moves through the flow
| stage | from | endpoint | slack (ns) |
|---|---|---|---|
| 4_1_cts | room.state[3] | win | 0.03 |
| 5_1_grt | room.state[3] | win | 0.003 |
| 6_report | room.state[5] | die | 0.04 |
## final cells by class
cell class	instances	area [um^2]	area share, %
multi-input cells	13	90.1	16.9
repair buffers	10	90.1	16.9
flip-flops and latches	9	226	42.4
clock buffers	4	45.0	8.43
well taps	48	60.1	11.2
inverters	6	22.5	4.22
## power breakdown
part / switching [uW] / internal (uW) / total (uW)
sequential: 6.06 / 346 / 352
combinational: 27.3 / 54.6 / 81.9
clock: 123 / 252 / 375
total: 157 / 653 / 809
Power figures rest on the tool's default switching activity, not on a simulated workload.
